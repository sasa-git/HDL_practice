## flow/config.mk

```make
export PLATFORM = sky130hd
export DESIGN_NAME = calc
export DESIGN_NICKNAME = calc
export VERILOG_FILES = /design/flow/design.v
export SDC_FILE = /design/flow/constraint.sdc
export NUM_CORES = 4
export LEC_CHECK = 1
export CORE_UTILIZATION = 40
```

## flow/design.v

```verilog
`timescale 1ns / 1ps
module calc(out, decimal, CLK, RST, CE,plus,sub,multi,equal);
output[14:0] out;
input[9:0] decimal;
input CLK, RST, CE,plus,sub,multi,equal;
reg[3:0] count;
reg[3:0] ope;
reg[14:0] REGA,REGB;
wire [5:0] d;
assign d = dectobin(decimal);
function[3:0] dectobin;
    input[9:0] in;
        if(in[9])
            dectobin = 9;
        else if(in[8])
            dectobin = 8;
        else if(in[7])
            dectobin = 7;
        else if(in[6])
            dectobin = 6;
        else if(in[5])
            dectobin = 5;
        else if(in[4])
            dectobin = 4;
        else if(in[3])
            dectobin = 3;
        else if(in[2])
            dectobin = 2;
        else if(in[1])
            dectobin = 1;
        else if(in[0])
            dectobin = 0; 
endfunction
always @(posedge CLK or negedge RST)
    if(!RST)
        begin
            REGA <= 0;REGB<=0;count<=0;ope<=0;
        end
    else if((decimal != 0)&&(count <7))
        begin
            REGA<=(REGA*10)+d;
            count<=count+1;
        end
    else if(plus)
        begin
            if(ope==1)
                begin
                REGB<=REGB+REGA;
                end
            else if(ope==2)
                begin
                REGB<=REGB-REGA;
                end
            else if(ope==3)
                begin
                REGB<=REGA*REGB;
                end
            else
                begin
                REGB<=REGA;
                end
            ope<=1;count<=0;REGA<=0;
        end
    else if(sub)
        begin
            if(ope==1)
                begin
                REGB<=REGB+REGA;
                end
            else if(ope==2)
                begin
                REGB<=REGB-REGA;
                end
            else if(ope==3)
                begin
                REGB<=REGA*REGB;
                end
            else
                begin
                REGB<=REGA;
                end
            ope<=2;count<=0;REGA<=0;
        end
    else if(multi)
        begin
            if(ope==1)
                begin
                REGB<=REGB+REGA;
                end
            else if(ope==2)
                begin
                REGB<=REGB-REGA;
                end
            else if(ope==3)
                begin
                REGB<=REGA*REGB;
                end
            else
                begin
                REGB<=REGA;
                end
            ope<=3;count<=0;REGA<=0;
        end
    else if(equal)
        begin
            if(ope==1)
                begin
                REGB<=REGB+REGA;
                end
            else if(ope==2)
                begin
                REGB<=REGB-REGA;
                end
            else if(ope==3)
                begin
                REGB<=REGA*REGB;
                end
            ope<=0;count<=0;REGA<=0;
        end
    else if(CE)
        begin
            REGA<=0;count<=0;
        end
assign out = REGB;
endmodule
```

## flow/constraint.sdc

```tcl
current_design calc

set clk_period 10.6
set clk_io_pct 0.2

create_clock -name clk0 -period $clk_period [get_ports {CLK}]

set non_clock_inputs [all_inputs -no_clocks]
set_input_delay [expr $clk_period * $clk_io_pct] -clock clk0 $non_clock_inputs
set_output_delay [expr $clk_period * $clk_io_pct] -clock clk0 [all_outputs]
```

## flow/run.sh

```bash
#!/bin/bash
# OpenROAD 26Q1-2900-gdf79404cd8, Yosys 0.63+post, stock flow scripts
make -C /OpenROAD-flow-scripts/flow DESIGN_CONFIG=/design/flow/config.mk WORK_HOME=/design/flow/orfs finish
```

==> flow_metrics.py <==
# Physical implementation metrics
metrics = {
    "status": {
        "status": "finished clean",
    },
    "grt": {
        "antenna_found_initial": 1,
        "grt_max_degree": 38,
        "grt.total_usage_pct": 23.2,
        "grt_pass1_vias": 6128,
        "overflow": 0,
        "grt_pass1_wl_mm": 32.3,
    },
    "floorplan": {
        "die_width_um": 138,
        "ios": 32,
        "die_h_um": 138,
        "die-area_mm2": 0.0190,
        "core_region_area_mm2": 0.0180,
        "fp_util_pct": 40.9,
        "std_cell_rows": 49,
    },
    "place": {
        "dp_hpwl_mm": 15.3,
        "postPlaceCellArea_mm2": 0.00793,
        "io_buffers": 31,
        "place_inst": 1149,
        "gp_congestion": 0.916,
    },
    "logic_synthesis": {
        "syn_inst": 912,
        "ys_chip_area_mm2": 0.00737,
        "yosys_warnings": 1,
        "synth_cell_types": 65,
        "syn_area_per_cell_um2": 8.08,
        "mappedNetlistArea_mm2": 0.00737,
        "edf_count": 0,
        "ys_cells": 912,
        "ys_seq_share_pct": 12.6,
        "ys.flop_type": "dfrtp_1",
        "synth_flop_count": 37,
        "synth-async-reset-ratio_pct": 100,
    },
    "clock_tree": {
        "cts_tree": "built",
        "h-tree-depth": 2,
        "cts_made_buffers": 5,
        "clkSinkCount": 37,
        "cts_resized": 0,
        "cts-root-buf": "clkbuf_16",
        "clockBufferDepth": 2,
        "clk_pin_slew_ns": 0.06,
        "post_cts_buffers": 0,
        "insertion_delay_ns": 0.28,
        "ctsHoldBuffers": 0,
    },
    "sta": {
        "relSlewSlack_pct": 42.4,
        "clock.fmax_ghz": 0.162,
        "finalSetupTns_ns": 0,
        "rsz0062_at_grt": "false",
        "hold_viol": 0,
        "drv_slew": 0,
        "fin_crit_sh_pct": 58.2,
        "fin_skew_ns": 0.00623,
        "finalSetupViolCount": 0,
        "final.min_clock_period_ns": 6.17,
        "worstMarginPinSlew_ns": 0.854,
    },
    "setup_path": {
        "cp-end-kind": "register",
        "cp-start-kind": "register",
        "crit_type": "reg2reg",
        "critPathArrivalTime_ns": 6.34,
        "required_ns": 10.77,
        "worstPathMaxFanout": 13,
    },
    "route": {
        "vias": 6228,
        "ant_nets": 0,
        "diodes": 0,
        "drt-pass1-iter-count": 5,
        "drc": 0,
        "drt_wl_total_mm": 19.8,
        "via_per_inst": 5.38,
        "routedWlPerCell_um": 17.1,
        "drt-initial-drc-count": 342,
    },
    "final_layout": {
        "fin_area_mm2": 0.00806,
        "fillers": 1839,
        "syn_to_final_growth_pct": 9.46,
        "stdcell_count": 1157,
        "layout-drive-gt1-share_pct": 4.31,
    },
    "min_path": {
        "hold_class": "reg2reg",
    },
    "run": {
        "drv_cap": 0,
        "tool_warnings": 40,
    },
}
-- logic make-up after synthesis --
family / after synthesis / share of synthesized area (%)
compound gates: 186 / 16.6
xor+xnor: 62 / 7.56
fa+ha+maj: 168 / 35.8
buf+inv: 162 / 8.27
flops: 37 / 12.6
mux: 5 / 0.747
simple gates: 292 / 18.5
-- synth_stat cells (all sizes together), types with 8 or more instances --
| master | count | area [um^2] |
|---|---|---|
| inv | 126 | 473 |
| ha | 97 | 1210 |
| nand2 | 93 | 349 |
| nor2 | 76 | 285 |
| fa | 71 | 1420 |
| a21oi | 50 | 254 |
| o21ai | 49 | 245 |
| and2 | 46 | 288 |
| xnor2 | 43 | 377 |
| dfrtp | 37 | 926 |
| clkbuf | 34 | 128 |
| nand3 | 23 | 115 |
| nor3 | 18 | 90.1 |
| xor2 | 18 | 158 |
| a211oi | 12 | 90.1 |
| a21o | 8 | 60.1 |
| o211ai | 8 | 60.1 |
-- layout by cell type, fill, tap and decap left out, types with 30 or more instances in the layout --
cell,instances
fa_1,71
ha_1,97
clkdlybuf4s50_1,30
a21oi_1,49
and2_1,46
nand2_1,93
dfrtp_1,37
inv_1,126
xnor2_1,43
nor2_1,76
o21ai_0,48
-- per-stage QoR --
| step | worst slack (ns) | util (%) | hold WS (ns) |
|---|---|---|---|
| 2_1_floorplan | 4.88 | - | 0.472 |
| 3_3_place_gp | 4.50 | 44.0 | 0.493 |
| 3_5_place_dp | 4.47 | 44.0 | 0.496 |
| 4_1_cts | 4.45 | 44.7 | 0.510 |
| 5_1_grt | 4.17 | 44.7 | 0.556 |
| 6_report | 4.43 | 44.7 | 0.510 |
-- worst max-delay path, stage by stage, from the launching register on --
cell and delay (ns):
dfrtp_1 0.44, inv_1 0.44, nor2_1 0.13, fa_1 0.55, inv_1 0.05, fa_1 0.52
inv_1 0.05, fa_1 0.52, fa_1 0.44, fa_1 0.54, inv_1 0.06, fa_1 0.52
inv_1 0.04, ha_1 0.36, and3_1 0.18, a21oi_1 0.05, a31oi_1 0.38, xnor2_1 0.18
mux2i_1 0.15, mux2i_1 0.08, a221o_1 0.35
-- cell type report --
cell class	count	area [um^2]	share of cell area (%)
clock buffer	6	129	1.60
multi-input combinational	713	5840	72.4
tap	229	287	3.55
sequential	37	926	11.5
timing repair buffer	44	403	5.00
inverter	126	473	5.87
clock inverter	2	10.0	0.124
-- registers in the layout (all words and copies together) (netlist names) --
name and flops:
REGA 15, REGB 15, count 4, ope 3
-- worst paths after layout --
kind	startpoint	to	slack, ns	depth (start not counted)
worst max-delay path	REGB[0]	REGB[14]	4.43	20
worst min-delay path	count[3]	count[3]	0.51	2
worst max register to register	REGB[0]	REGB[14]	4.43	20
worst min register to register	count[3]	count[3]	0.51	2
max in group asynchronous	RST	REGB[7]	8.33	2
min in group asynchronous	RST	REGA[4]	1.89	2
-- per-layer routing --
metal	vias up	share of wire [%]	track usage (%)	routed length, um
li1	3045	-	-	-
met1	2973	45	34.5	8990
met2	176	46	36.3	9080
met3	34	6.3	4.39	1250
met4	0	2.2	4.53	441
met5	-	0	0	0
